### flow/run.sh
#!/bin/bash
# OpenROAD 26Q1-2900-gdf79404cd8, Yosys 0.63+post, stock flow scripts
make -C /OpenROAD-flow-scripts/flow DESIGN_CONFIG=/design/flow/config.mk WORK_HOME=/design/flow/orfs finish
### flow/config.mk
export PLATFORM = sky130hd
export DESIGN_NAME = ROM
export DESIGN_NICKNAME = ROM
export VERILOG_FILES = /design/flow/design.v
export SDC_FILE = /design/flow/constraint.sdc
export NUM_CORES = 4
export LEC_CHECK = 1
export CORE_AREA = 10 10 70 70
export DIE_AREA = 0 0 80 80
### flow/constraint.sdc
current_design ROM

set clk_period 2.1
set clk_io_pct 0.2

create_clock -name clk0 -period $clk_period

set non_clock_inputs [all_inputs -no_clocks]
set_input_delay [expr $clk_period * $clk_io_pct] -clock clk0 $non_clock_inputs
set_output_delay [expr $clk_period * $clk_io_pct] -clock clk0 [all_outputs]
### flow/design.v
module ROM (input wire [6:0]Address, output reg [12:0]Y); 
  always @(Address) begin
    case (Address)
      7'b0000000: Y = 13'b1000000001000 ; 
      7'b1000000: Y = 13'b1000000001000 ;
      7'b0100000: Y = 13'b1000000001000 ;
      7'b0010000: Y = 13'b1000000001000 ;
      7'b0001000: Y = 13'b1000000001000 ;
      7'b0000100: Y = 13'b1000000001000 ;
      7'b0000010: Y = 13'b1000000001000 ;
      7'b1111110: Y = 13'b1000000001000 ;
      7'b1111100: Y = 13'b1000000001000 ;
      7'b1111000: Y = 13'b1000000001000 ;
      7'b1110000: Y = 13'b1000000001000 ;
      7'b1100000: Y = 13'b1000000001000 ;
      7'b0111110: Y = 13'b1000000001000 ;
      7'b0011110: Y = 13'b1000000001000 ;
      7'b0001110: Y = 13'b1000000001000 ;
      7'b0000110: Y = 13'b1000000001000 ;
      7'b1011110: Y = 13'b1000000001000 ;
      7'b1001110: Y = 13'b1000000001000 ;
      7'b1000110: Y = 13'b1000000001000 ;
      7'b1000010: Y = 13'b1000000001000 ;
      7'b1101110: Y = 13'b1000000001000 ;
      7'b1100110: Y = 13'b1000000001000 ;
      7'b1100010: Y = 13'b1000000001000 ;
      7'b1110110: Y = 13'b1000000001000 ;
      7'b1110010: Y = 13'b1000000001000 ;
      7'b1111010: Y = 13'b1000000001000 ;
      7'b1111100: Y = 13'b1000000001000 ; 
      7'b0000101: Y = 13'b0100000001000 ;
      7'b0000111: Y = 13'b0100000001000 ; 
      7'b0000001: Y = 13'b1000000001000 ;
      7'b0000011: Y = 13'b1000000001000 ; 
      7'b0001101: Y = 13'b1000000001000 ;
      7'b0001111: Y = 13'b1000000001000 ; 
      7'b0001001: Y = 13'b0100000001000 ;
      7'b0001011: Y = 13'b0100000001000 ; 
      7'b0010001: Y = 13'b0001001000010 ;
      7'b0010011: Y = 13'b0001001000010 ;
      7'b0010101: Y = 13'b0001001000010 ;
      7'b0010111: Y = 13'b0001001000010 ; 
      7'b0011001: Y = 13'b1001001100000 ;
      7'b0011011: Y = 13'b1001001100000 ;
      7'b0011101: Y = 13'b1001001100000 ;
      7'b0011111: Y = 13'b1001001100000 ; 
      7'b0100001: Y = 13'b0011010000010 ;
      7'b0100011: Y = 13'b0011010000010 ;
      7'b0100101: Y = 13'b0011010000010 ;
      7'b0100111: Y = 13'b0011010000010 ; 
      7'b0101001: Y = 13'b0011010000100 ;
      7'b0101011: Y = 13'b0011010000100 ;
      7'b0101101: Y = 13'b0011010000100 ;
      7'b0101111: Y = 13'b0011010000100 ; 
      7'b0110001: Y = 13'b1011010100000 ;
      7'b0110011: Y = 13'b1011010100000 ;
      7'b0110101: Y = 13'b1011010100000 ;
      7'b0110111: Y = 13'b1011010100000 ; 
      7'b0111001: Y = 13'b1000000111000 ;
      7'b0111011: Y = 13'b1000000111000 ;
      7'b0111101: Y = 13'b1000000111000 ;
      7'b0111111: Y = 13'b1000000111000 ; 
      7'b1000011: Y = 13'b0100000001000 ;
      7'b1000111: Y = 13'b0100000001000 ; 
      7'b1000001: Y = 13'b1000000001000 ;
      7'b1000101: Y = 13'b1000000001000 ; 
      7'b1001011: Y = 13'b1000000001000 ;
      7'b1001111: Y = 13'b1000000001000 ; 
      7'b1001001: Y = 13'b0100000001000 ;
      7'b1001101: Y = 13'b0100000001000 ; 
      7'b1010001: Y = 13'b0011011000010 ;
      7'b1010011: Y = 13'b0011011000010 ;
      7'b1010101: Y = 13'b0011011000010 ;
      7'b1010111: Y = 13'b0011011000010 ; 
      7'b1011001: Y = 13'b1011011100000 ;
      7'b1011011: Y = 13'b1011011100000 ;
      7'b1011101: Y = 13'b1011011100000 ;
      7'b1011111: Y = 13'b1011011100000 ; 
      7'b1100001: Y = 13'b0100000001000 ;
      7'b1100011: Y = 13'b0100000001000 ;
      7'b1100101: Y = 13'b0100000001000 ;
      7'b1100111: Y = 13'b0100000001000 ; 
      7'b1101001: Y = 13'b0000000001001 ;
      7'b1101011: Y = 13'b0000000001001 ;
      7'b1101101: Y = 13'b0000000001001 ;
      7'b1101111: Y = 13'b0000000001001 ; 
      7'b1110001: Y = 13'b0011100000010 ;
      7'b1110011: Y = 13'b0011100000010 ;
      7'b1110101: Y = 13'b0011100000010 ;
      7'b1110111: Y = 13'b0011100000010 ; 
      7'b1111001: Y = 13'b1011100100000 ;
      7'b1111011: Y = 13'b1011100100000 ;
      7'b1111101: Y = 13'b1011100100000 ;
      7'b1111111: Y = 13'b1011100100000 ; 
      default:    Y = 13'bxxxxxxxxxxxxx ;  
    endcase
  end
endmodule
==> results.yml <==
# yosys + openroad results
die:
  die_w_um: 80
  io_pins: 20
  die_h_um: 80
  fp_util_pct: 13.92
  fp-row-count: 21
  coreArea_sq_um: 3416
  die-area_sq_um: 6400
routing:
  drc_errors: 0
  route.detailed.wl_per_inst_um: 12.44
  dr_total_vias: 802
  dr.first_iter.drc_count: 30
  routed_wirelength_mm: 2.214
  ant_nets: 0
  via_per_inst: 4.506
  diodes: 0
  drt_pass1_iterations: 4
final_layout:
  final_cells: 178
  nFlopsAndLatches: 0
  flop_area_sq_um: 0
  fillCellCount: 363
  combGateArea_sq_um: 489.2
  fin_util_pct: 31.50
  syn_to_final_growth_pct: 126.3
  drive_gt1_share_pct: 49.24
  nClkBuffers: 0
global_routing:
  antenna_found_initial: 0
  grt_usage_pct: 6.442
  grt_pass1_vias: 739
  grt_start_max_net_pins: 11
  gr-total-overflow: 0
  grt_pass1_wl_mm: 3.532
worst_hold_path:
  hold_path_class: "input port to primary output"
final_timing:
  slew-limit-headroom_pct: 83.51
  setup-tns-final_ns: 0
  maxSlewViolCount: 0
  hold_violations: 0
  fin_ws_ns: 0.04466
  worst_hold_slack_ns: 1.276
  timing.fmax_mhz: 486.5
  period_minus_slack_ns: 2.055
  rsz0062_at_grt: "true"
  finalClockPeriodUsage_pct: 97.87
  setup_viol_count_final: 0
  worst_pin_slew_ns: 0.2450
placed_design:
  dp_hpwl_mm: 1.397
  gp_congestion: 0.8400
  dp_worst_setup_slack_ns: -0.5955
  numPortBuffers: 20
  dp_cells: 157
flow_run:
  log.warning_count: 33
  maxCapViolCount: 0
run_status:
  status: "finished clean"
clock_network:
  ctsHoldBuffers: 0
logic_synthesis:
  yosysTopAreaCell: "buf_2"
  top_cell_area_share_pct: 8.421
  ys_area_sq_um: 475.5
  ys_top_cells_by_area: "buf_2 8.4%, nor2b_1 7.9%, a21oi_1 6.3%"
  ys_cells: 80
  ys_seq_share_pct: 0
  syn_inst: 80
  synthDistinctLibCells: 34
  avgSynthCellArea_sq_um: 5.943
  yosys_warnings: 1
  netlist_area_sq_um: 475.5
power_and_ir_drop:
  leakagePower_nw: 0.5214
  irDropWorstVdd_mv: 0.09359
  power_density_nw_per_um2: 187.1
critical_path:
  worstSetupEndpointType: "primary output"
  path_max_fanout: 7
  critPathLaunchType: "input port"
  critPathRequiredTime_ns: 1.68
  critPathKind: "input port to primary output"
  worstPathArrival_ns: 1.64
critical path, stage by stage:
cell and delay (ns):
dlygate4sd2_1 0.24, buf_6 0.14, buf_4 0.14, nor4_1 0.24
a21oi_1 0.08, a21o_1 0.17, o311ai_1 0.08, buf_2 0.14
routing by layer:
metal	global-route usage (%)	routed length, um	share of wire (%)	up-vias
li1	-	-	-	397
met5	0	0	0	-
met1	9.229	976	44	375
met3	1.364	191	8.6	2
met2	10.19	1033	47	28
met4	0	13	0.59	0
layout make-up:
class / instances / share of cell area (%)
timing repair buffer: 63 / 48.49
multi-input combinational: 67 / 45.47
tap: 46 / 5.349
inverter: 2 / 0.6977
what timing repair did:
action	4_1_cts	5_1_grt
setup endpoints to repair	13	9
setup buffers	18	3
pin swaps	12	8
resized	50	16
gates cloned	1	0
logic make-up (layout without fill, tap and decap cells):
logic type      after synthesis  in the layout  share of synthesized area, %
compound gates               24             24                         35.00
buf+inv                      13             65                         13.16
mux                           2              2                         4.474
simple gates                 41             41                         47.37
synth_stat cells:
cell	count
o32a_1	1
o311ai_0	1
nor3b_1	2
nor3_1	3
nor2_1	8
buf_2	8
o211ai_1	2
a21oi_1	6
o2111a_1	1
a32o_1	1
nor2b_1	6
inv_1	2
o221ai_1	1
nand4_1	1
or3_1	1
clkbuf_1	1
buf_1	1
mux2i_1	1
mux2_2	1
nand3_1	4
nor4_1	1
a32oi_1	1
o21ai_0	5
buf_4	1
o2111ai_1	1
a21boi_0	1
nand2_1	6
and3_1	3
nand2b_1	2
and2b_1	1
a21o_1	3
nand3b_1	1
or4_4	1
nand4b_1	1
power breakdown:
| part | total [W] | internal (W) | switching (W) | leakage [nW] |
|---|---|---|---|---|
| clock | 0 | 0 | 0 | 0 |
| sequential | 0 | 0 | 0 | 0 |
| combinational | 0.000201 | 0.000118 | 0.0000838 | 0.521 |
| total | 0.000201 | 0.000118 | 0.0000838 | 0.521 |
path summary, 6_finish.rpt:
check / start / to / slack (ns) / cells past startpoint
worst max-delay path: Address[4] / Y[12] / 0.04 / 8
worst min-delay path: Address[5] / Y[12] / 1.28 / 4
cells in the final DEF (no fill, tap or decap), types with 3 or more instances in the layout:
master,synthesis,layout
o21ai_0,5,4
nand2_1,6,6
nor2b_1,6,3
a21o_1,3,3
a21oi_1,6,5
buf_4,1,35
dlygate4sd2_1,0,8
nor2b_2,0,3
buf_2,8,7
buf_6,0,7
nand3_1,4,4
nor2_1,8,6
per-stage QoR:
stage / power, W / cell area, sq um
2_1_floorplan: 0.00007104 / 475.5
3_3_place_gp: 0.0001569 / 843.3
3_5_place_dp: 0.0001589 / 843.3
4_1_cts: 0.0001840 / 1008
5_1_grt: 0.0002208 / 1076
6_report: 0.0002014 / 1076
Power figures rest on the tool's default switching activity, not on a simulated workload.
